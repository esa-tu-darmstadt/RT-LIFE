==> design.v <==
package l2_config_and_types;
    parameter L2_NUM_PORTS = 2;
    parameter L2_SUB_ID_W = 2;
    parameter L2_INPUT_FIFO_DEPTHS = 4;
    parameter L2_INVALIDATION_FIFO_DEPTHS = 4;
    parameter L2_READ_RETURN_FIFO_DEPTHS = 1; 
    parameter L2_MEM_ADDR_FIFO_DEPTH = 8;
    parameter L2_DATA_ATTRIBUTES_FIFO_DEPTH = 16; 
    parameter L2_ID_W = $clog2(L2_NUM_PORTS) + L2_SUB_ID_W;
    typedef struct packed{
        logic [29:0] addr;
        logic [3:0] be;
        logic rnw;
        logic is_amo;
        logic [4:0] amo_type_or_burst_size;
        logic [L2_SUB_ID_W-1:0] sub_id;
    } l2_request_t;
    typedef struct packed{
        logic [29:0] addr;
        logic [3:0] be;
        logic rnw;
        logic is_amo;
        logic [4:0] amo_type_or_burst_size;
        logic [L2_ID_W-1:0] id;
    } l2_mem_request_t;
    typedef struct packed{
        logic [$clog2(L2_NUM_PORTS)-1:0] id;
        logic [4:0] burst_size;
        logic abort;
    } l2_data_attributes_t;
    typedef struct packed{
        logic [$clog2(L2_NUM_PORTS)-1:0] id;
        logic [L2_SUB_ID_W-1:0] sub_id;
        logic [31:0] data;
    } l2_mem_return_data_t;
    typedef struct packed{
        logic [L2_SUB_ID_W-1:0] sub_id;
        logic [31:0] data;
    } l2_return_data_t;
endpackage
interface local_memory_interface;
    logic[29:0] addr;
    logic en;
    logic[3:0] be;
    logic[31:0] data_in;
    logic[31:0] data_out;
    modport slave (input addr, en, be, data_in, output data_out);
    modport master (output addr, en, be, data_in, input data_out);
endinterface
package taiga_config;
    parameter FPGA_VENDOR = "xilinx";  
    parameter ENABLE_M_MODE = 1;
    parameter ENABLE_S_MODE = 0;
    parameter CPU_ID = 0; 
    parameter bit[31:0] RESET_VEC = 32'h00000000;
    parameter COUNTER_W = 33;
    parameter USE_MUL = 1;
    parameter USE_DIV = 1;
    typedef enum {
        RADIX_2,
        RADIX_2_EARLY_TERMINATE,
        RADIX_2_EARLY_TERMINATE_FULL,
        RADIX_4,
        RADIX_4_EARLY_TERMINATE,
        RADIX_4_EARLY_TERMINATE_FULL,
        RADIX_8,
        RADIX_8_EARLY_TERMINATE,
        RADIX_16,
        QUICK_NAIVE,
        QUICK_CLZ,
        QUICK_CLZ_MK2,
        QUICK_RADIX_4
    } div_type;
    parameter div_type DIV_ALGORITHM = QUICK_CLZ;
    parameter USE_AMO = 0;
    parameter USE_I_SCRATCH_MEM = 1;
    parameter USE_D_SCRATCH_MEM = 1;
    typedef enum {
        AXI_BUS,
        AVALON_BUS,
        WISHBONE_BUS
    } bus_type_t;
    parameter USE_BUS = 1;
    parameter bus_type_t BUS_TYPE = AXI_BUS;
    parameter USE_DCACHE = 0;
    parameter USE_ICACHE = 0;
    parameter SCRATCH_ADDR_L = 32'h00010000;
    parameter SCRATCH_ADDR_H = 32'h0001FFFF;
    parameter SCRATCH_BIT_CHECK = 16;
    parameter MEMORY_ADDR_L = 32'h80000000;
    parameter MEMORY_ADDR_H = 32'hFFFFFFFF;
    parameter MEMORY_BIT_CHECK = 1;
    parameter BUS_ADDR_L = 32'h11000000;
    parameter BUS_ADDR_H = 32'h11003FFF;
    parameter BUS_BIT_CHECK = 18;
    parameter C_M_AXI_ADDR_WIDTH = 32;
    parameter C_M_AXI_DATA_WIDTH = 32;
    parameter ICACHE_LINES = 512;
    parameter ICACHE_WAYS = 2;
    parameter ICACHE_LINE_ADDR_W = $clog2(ICACHE_LINES);
    parameter ICACHE_LINE_W = 4;  
    parameter ICACHE_SUB_LINE_ADDR_W = $clog2(ICACHE_LINE_W);
    parameter ICACHE_TAG_W = 32 - ICACHE_LINE_ADDR_W - ICACHE_SUB_LINE_ADDR_W - 2;
    parameter DCACHE_LINES = 512;
    parameter DCACHE_WAYS = 2;
    parameter DCACHE_LINE_ADDR_W = $clog2(DCACHE_LINES);
    parameter DCACHE_LINE_W = 4;  
    parameter DCACHE_SUB_LINE_ADDR_W = $clog2(DCACHE_LINE_W);
    parameter DCACHE_TAG_W = 32 - DCACHE_LINE_ADDR_W - DCACHE_SUB_LINE_ADDR_W - 2;
    parameter USE_DTAG_INVALIDATIONS = 0;
    parameter ITLB_WAYS = 2;
    parameter ITLB_DEPTH = 32;
    parameter DTLB_WAYS = 2;
    parameter DTLB_DEPTH = 32;
    parameter USE_BRANCH_PREDICTOR = 1;
    parameter BRANCH_PREDICTOR_WAYS = 2;
    parameter BRANCH_TABLE_ENTRIES = 512;
    parameter RAS_DEPTH = 8;
    parameter MAX_INFLIGHT_COUNT = 4;
    parameter FETCH_BUFFER_DEPTH = 4;
    parameter ENABLE_TRACE_INTERFACE = 1;
    parameter L1_CONNECTIONS = 4; 
    parameter L1_DCACHE_ID = 0;
    parameter L1_DMMU_ID = 1; 
    parameter L1_ICACHE_ID = 2; 
    parameter L1_IMMU_ID = 3; 
    parameter NUM_WB_UNITS = 2 + USE_MUL + USE_DIV;
    parameter WB_UNITS_WIDTH = $clog2(NUM_WB_UNITS);
    parameter NUM_UNITS = NUM_WB_UNITS + 2;
    parameter ALU_UNIT_WB_ID = 0;
    parameter LS_UNIT_WB_ID = 1;
    parameter DIV_UNIT_WB_ID = LS_UNIT_WB_ID + USE_DIV;
    parameter MUL_UNIT_WB_ID = DIV_UNIT_WB_ID + USE_MUL;
    parameter BRANCH_UNIT_ID = MUL_UNIT_WB_ID + 1;
    parameter GC_UNIT_ID = BRANCH_UNIT_ID + 1;
endpackage
module lut_ram #(
        parameter WIDTH = 32,
        parameter DEPTH = 32
        )
        (
        input logic clk,
        input logic[$clog2(DEPTH)-1:0] waddr,
        input logic[$clog2(DEPTH)-1:0] raddr,
        input logic ram_write,
        input logic[WIDTH-1:0] new_ram_data,
        output logic[WIDTH-1:0] ram_data_out
        );
    (* ramstyle = "MLAB, no_rw_check" *) logic [WIDTH-1:0] ram [DEPTH-1:0];
    initial begin
        for (int i=0; i<DEPTH; i=i+1) begin
            ram[i] = '0;
        end
    end
    always_ff @ (posedge clk) begin
        if (ram_write)
            ram[waddr] <= new_ram_data;
    end
    assign ram_data_out = ram[raddr];
endmodule
==> run.sh <==
#!/bin/bash
# OpenROAD 26Q1-2900-gdf79404cd8, Yosys 0.63+post, stock flow scripts
make -C /OpenROAD-flow-scripts/flow DESIGN_CONFIG=/design/flow/config.mk WORK_HOME=/design/flow/orfs finish
==> config.mk <==
export PLATFORM = sky130hd
export DESIGN_NAME = lut_ram
export DESIGN_NICKNAME = lut_ram
export VERILOG_FILES = /design/flow/design.v
export SDC_FILE = /design/flow/constraint.sdc
export NUM_CORES = 4
export LEC_CHECK = 1
export CORE_UTILIZATION = 50
==> constraint.sdc <==
current_design lut_ram

set clk_period 9.1
set clk_io_pct 0.2

create_clock -name clk0 -period $clk_period [get_ports {clk}]

set non_clock_inputs [all_inputs -no_clocks]
set_input_delay [expr $clk_period * $clk_io_pct] -clock clk0 $non_clock_inputs
set_output_delay [expr $clk_period * $clk_io_pct] -clock clk0 [all_outputs]
==> impl_metrics.env <==
# physical design summary
export IMPL_outcome="finished clean"
export IMPL_cts_sinks=1024
export IMPL_cts_htree_levels=3
export IMPL_vdd_drop_max_v=0.000134
export IMPL_synth_flops=1024
export IMPL_cts_root_buf="clkbuf_16"
export IMPL_io_pin_count=76
export IMPL_drive_above_1_share_pct=10.7
export IMPL_critPathMaxStageDelay_ps=640
export IMPL_criticalPathCategory="primary input to output pin"
export IMPL_drv_cap=0
export IMPL_timing_critical_path_to="ram_data_out[11]"
export IMPL_num_rows=103
export IMPL_min_period_ps=6790
export IMPL_grt_util_all_layers_pct=26.8
export IMPL_antenna_found_initial=3
export IMPL_hold_violations=0
export IMPL_cts_repair_resized=0
export IMPL_ys_warnings_count=1
export IMPL_cp_start_kind="primary input"
export IMPL_routedWlPerCell_um=27.5
export IMPL_crit_arrival_ps=4970
export IMPL_max_freq_mhz=147
export IMPL_setup_tns_ps=0
export IMPL_dr_pass1_iters=5
export IMPL_hold_start="new_ram_data[26]"
export IMPL_grt_pass1_vias=21360
export IMPL_synthCells=2228
export IMPL_largest_reg_flops=1024
export IMPL_setup_viol=0
export IMPL_vias=20540
export IMPL_cts_hold_buf=0
export IMPL_warning_count=30
export IMPL_cp_max_fo=89
export IMPL_yosys_area_um2=39800
export IMPL_max_slew_margin_rel_pct=33.5
export IMPL_required_ps=7280
export IMPL_reg_top3="ram: 1024 flops"
export IMPL_path_cells="clkdlybuf4s50_1, nor2b_4, buf_12, buf_4, a22o_1, nor3_1, a31oi_1, nand3_1, clkdlybuf4s50_1"
export IMPL_globalRoute_totalOverflow=0
export IMPL_syn_cell_area_um2=39800
export IMPL_ys_seq_share_pct=77.2
export IMPL_report_final_slew_viol_count=0
export IMPL_gp_congestion=0.812
export IMPL_cp_slowest_cell="buf_4"
export IMPL_dpl_hpwl_um=45500
export IMPL_grt_pass1_wl_um=140000
export IMPL_cts_tree="built"
export IMPL_fp_util_pct=50.5
export IMPL_coreArea_um2=78900
export IMPL_ant_nets=0
export IMPL_post_cts_repair_setup_buffers=0
export IMPL_area_growth_pct=13.6
export IMPL_route_detailed_drc=0
export IMPL_timing_final_ws_setup_ps=2310
export IMPL_vias_per_cell=5.88
export IMPL_grt_max_degree=105
export IMPL_tightest_slew_ps=995
export IMPL_worstSetupStartpoint="raddr[2]"
export IMPL_avgSynthCellArea_um2=17.9
export IMPL_diodes=0
export IMPL_drt_wl_total_um=96200
export IMPL_critPathMostFrequentCell="clkdlybuf4s50_1"
export IMPL_first_iter_violations=1206
export IMPL_synth_cell_type_count=24
export IMPL_leakagePower_nw=15.6
export IMPL_cts_made_buffers=103
export IMPL_cts_buffer_depth=3
export IMPL_fin_crit_sh_pct=74.6
export IMPL_rsz0062_at_grt="false"
export IMPL_dp_slack_ps=2280
export IMPL_io_buffers=75
export IMPL_crit_path_end_kind="output pin"
export IMPL_regMostFlops="ram"
export IMPL_p_per_area_nw_per_um2=215
export IMPL_ys_cells=2228
export IMPL_die_w_um=284
export IMPL_chipArea_um2=80800
export IMPL_path_clk_slew_ps=60
export IMPL_hp_class="primary input to flop"
export IMPL_chipHeight_um=284
## routing by layer
layer  global-route usage [%]  part of all wire [%]
met1                     37.3                    35
met3                     17.5                    15
met2                     38.7                    48
met5                    0.595                 0.035
met4                     5.58                   2.5
## layout by cell type (no fill, tap or decap), types with 8 or more instances in the layout
cell type        netlist  routed
buf_12                 0       8
clkdlybuf4s50_1        0      74
nor3_1                32      32
clkinv_2               0      23
nor2_4                 0      33
edfxtp_1            1024    1024
buf_4                 33      69
nand2_1               98      97
a21oi_1               96      96
clkbuf_1              46      19
nand3_1               98      98
clkbuf_16              0     104
a22oi_1               96      96
clkinv_1               0      32
a31oi_1               32      32
a22o_1                64      64
mux2i_1              512     512
## worst min-delay path by stage
stage / to / slack (ps) / cells past startpoint
finish: ram[11][26]$_DFFE_PP_ / 1980 / 2
global route: ram[9][19]$_DFFE_PP_ / 1980 / 2
CTS: ram[9][9]$_DFFE_PP_ / 1950 / 2
## metrics by stage
stage / cell area [um2] / hold slack, ps / std cells / total power, mW / util [%]
floorplan: 39800 / 1920 / 2228 / 5.64 / -
global placement: 42100 / 2640 / 3303 / 5.87 / 53.4
detailed placement: 42100 / 2650 / 3303 / 5.88 / 53.4
CTS: 45300 / 1950 / 3494 / 9.80 / 57.4
global route: 45300 / 1980 / 3494 / 10.0 / 57.4
finish: 45300 / 1980 / 3494 / 9.73 / 57.4
## report_power, final
group	total, mW	internal [mW]	switching (mW)	leakage (nW)
sequential	5.26	5.25	0.0112	9.22
combinational	0.522	0.192	0.330	4.80
clock	3.95	2.24	1.71	1.56
total	9.73	7.68	2.05	15.6
## cell type report
class / count / area (um2)
clock inverters: 68 / 500
clock buffers: 123 / 2670
multi-input cells: 1077 / 8610
repair buffers: 152 / 1430
fillers: 5789 / 33600
flip-flops and latches: 1024 / 30700
well taps: 1050 / 1310
## cells in the mapped netlist
| master | count | area, um2 |
|---|---|---|
| edfxtp_1 | 1024 | 30700 |
| mux2i_1 | 512 | 5120 |
| nand2_1 | 98 | 368 |
| nand3_1 | 98 | 490 |
| a21oi_1 | 96 | 480 |
| a22oi_1 | 96 | 721 |
| a22o_1 | 64 | 561 |
| clkbuf_1 | 46 | 173 |
| nor2_1 | 34 | 128 |
| buf_4 | 33 | 248 |
| a31oi_1 | 32 | 200 |
| nor3_1 | 32 | 160 |
| buf_2 | 26 | 130 |
| buf_6 | 15 | 169 |
| buf_1 | 5 | 18.8 |
| nand3b_1 | 5 | 37.5 |
| or3b_2 | 3 | 26.3 |
| clkbuf_4 | 2 | 15.0 |
| nand2b_1 | 2 | 12.5 |
| and2_1 | 1 | 6.26 |
| and2b_1 | 1 | 7.51 |
| nor2b_1 | 1 | 6.26 |
| or2_2 | 1 | 6.26 |
| or3_1 | 1 | 6.26 |
## worst max-delay path: cells and delay by family
family | cells | cell delay (ps)
AND-OR/OR-AND | 2 | 400
buffers and inverters | 4 | 2150
AND/OR/NAND/NOR | 3 | 490
## logic make-up (layout without fill, tap and decap cells)
family	count (synthesis)	count (layout)	share of synthesized area [%]
DFF	1024	1024	77.2
muxes	512	512	12.9
AOI/OAI and AO/OA	288	288	4.92
and+or+nand+nor	277	277	3.15
buffers and inverters	127	343	1.89
Power and IR drop assume default switching activity.
